==> /design/flow/design.v <==
package GLOBAL_PARAM;
    localparam  DATA_W  = 8;     
    localparam  RES_W   = 32;    
    localparam  TAIL_W  = RES_W - DATA_W;
    localparam  IDX_W   = 4;     
    localparam  BATCH   = 32;    
    localparam  DDR_W   = 256;
    localparam  DDR_ADDR_W  = 32;
    localparam  BURST_W     = 16;
    function integer bw;
        input integer depth;
        depth = depth - 1;
        for (bw=0; depth>0; bw=bw+1)
            depth = depth >> 1;
    endfunction
endpackage
package INS_CONST;
    localparam INST_W       = 64;
    localparam LT_F_CONV    = 4'b0000;
    localparam LT_F_FC      = 4'b0001;
    localparam LT_B_CONV    = 4'b0010;
    localparam LT_B_FC      = 4'b0011;
    localparam LT_U_CONV    = 4'b0100;
    localparam LT_U_FC      = 4'b0101;
    localparam RD_OP_D      = 4'b0000;   
    localparam RD_OP_G      = 4'b0001;   
    localparam RD_OP_DW     = 4'b0100;   
    localparam RD_OP_DB     = 4'b0101;   
    localparam RD_OP_TW     = 4'b0110;   
    localparam RD_OP_TB     = 4'b0111;   
    localparam WR_OP_D      = 4'b0000;
    localparam WR_OP_W      = 4'b1000;
    localparam WR_OP_B      = 4'b1010;
    localparam WR_OP_TW     = 4'b1001;
    localparam WR_OP_TB     = 4'b1011;
    function [63: 0] INS_CONF;
        input   [3 : 0] layer_type;
        input   pooling, relu;
        input   [3 : 0] in_ch_seg, out_ch_seg;
        input   [7 : 0] in_img_width, out_img_width;
        begin
            INS_CONF = {2'b11, layer_type, pooling, relu, in_ch_seg, out_ch_seg, 
                in_img_width, out_img_width, 32'd0};
        end
    endfunction
    function [63: 0] INS_LOAD;
        input   [3 : 0] load_type;
        input   [5 : 0] buf_id;
        input   [7 : 0] size;
        input   [11: 0] p_size;  
        input   [31: 0] st_addr;
        begin
            INS_LOAD = {2'b00, load_type, buf_id, p_size, size, st_addr};
        end
    endfunction
    function [63: 0] INS_CALC;
        input   cut_y, is_new;
        input   [5 : 0] pe_id;
        input   [3 : 0] pad_code;
        input   [7 : 0] pix_num;
        input   [7 : 0] index_num;
        begin
            INS_CALC = {2'b01, 2'b00, cut_y, is_new, pe_id, pad_code, pix_num, index_num, 32'd0};
        end
    endfunction
    function [63: 0] INS_SAVE;
        input   [3 : 0] save_type;
        input   [5 : 0] buf_id;
        input   [11: 0] size;    
        input   [7 : 0] shift;
        input   [31: 0] st_addr;        
        reg     [7 : 0] temp;
        begin
            INS_SAVE = {2'b10, save_type, buf_id, size, shift, st_addr};
        end
    endfunction
endpackage
(* use_dsp = "yes" *) module MAC_DSP# (
    parameter SIZEIN = 16,    
    parameter SIZEOUT = 40    
    )(
    input         clk,
    input         ce,
    input         sload,
    input signed  [SIZEIN   -1:0] a,
    input signed  [SIZEIN   -1:0] b,
    output signed [SIZEOUT  -1:0] accum_out
    );
    reg signed [SIZEIN-1:0]   a_reg, b_reg;
    reg                       sload_reg;
    reg signed [2*SIZEIN-1:0] mult_reg;
    reg signed [SIZEOUT-1:0]  adder_out, old_result;
    always @(sload_reg or adder_out) begin
        if (sload_reg)
            old_result <= 0;
        else
            old_result <= adder_out;
    end
    always @(posedge clk) begin
        if (ce) begin
            a_reg     <= a;
            b_reg     <= b;
            mult_reg  <= a_reg * b_reg;
            sload_reg <= sload;
            adder_out <= old_result + mult_reg;
        end
    end
    assign accum_out = adder_out;
endmodule
module ddr_addr_gen#(
    parameter   DDR_ADDR_W  = 32,
    parameter   BURST_W     = 16
    )(
    input   clk,
    input   rst,
    input   start,
    output  done,
    input   [DDR_ADDR_W -1 : 0] st_addr,
    input   [BURST_W    -1 : 0] burst,
    input   [DDR_ADDR_W -1 : 0] step,
    input   [BURST_W    -1 : 0] burst_num,
    output  [DDR_ADDR_W -1 : 0] ddr_addr,
    output  [BURST_W    -1 : 0] ddr_size,
    output                      ddr_addr_valid,
    input                       ddr_addr_ready
    );
    reg     [BURST_W    -1 : 0] burst_r;
    reg     [DDR_ADDR_W -1 : 0] step_r;
    reg     [BURST_W    -1 : 0] burst_num_r;
    reg     [DDR_ADDR_W -1 : 0] ddr_addr_r;
    reg     [BURST_W    -1 : 0] burst_cnt_r;
    reg     done_r;
    reg     ddr_addr_valid_r;
    always @ (posedge clk) begin
        if (rst) begin
            burst_r     <= 0;
            step_r      <= 0;
            burst_num_r <= 0;
        end
        else if (start) begin
            burst_r     <= burst;    
            step_r      <= step;     
            burst_num_r <= burst_num;
        end
    end   
    always @ (posedge clk) begin
        if (start) begin
            ddr_addr_r <= st_addr;
            burst_cnt_r<= 0;
        end
        else if (ddr_addr_ready && burst_cnt_r < burst_num_r) begin
            ddr_addr_r <= ddr_addr_r + step_r;
            burst_cnt_r<= burst_cnt_r + 1;
        end
    end
    always @ (posedge clk) begin
        if (rst) begin
            ddr_addr_valid_r <= 1'b0;
        end
        else if (start) begin
            ddr_addr_valid_r <= 1'b1;
        end
        else if (burst_cnt_r == burst_num_r && ddr_addr_ready) begin
            ddr_addr_valid_r <= 1'b0;
        end
    end
    always @ (posedge clk) begin
        if (rst) begin
            done_r <= 1'b1;
        end
        else if (start) begin
            done_r <= 1'b0;
        end
        else if (burst_cnt_r >= burst_num_r) begin
            done_r <= 1'b1;
        end
    end
    assign  done            = done_r;
    assign  ddr_addr        = ddr_addr_r;
    assign  ddr_size        = burst_r;
    assign  ddr_addr_valid  = ddr_addr_valid_r;
endmodule
==> /design/flow/run.sh <==
#!/bin/bash
# OpenROAD 26Q1-2900-gdf79404cd8, Yosys 0.63+post, stock flow scripts
make -C /OpenROAD-flow-scripts/flow DESIGN_CONFIG=/design/flow/config.mk WORK_HOME=/design/flow/orfs finish
==> /design/flow/config.mk <==
export PLATFORM = sky130hd
export DESIGN_NAME = ddr_addr_gen
export DESIGN_NICKNAME = ddr_addr_gen
export VERILOG_FILES = /design/flow/design.v
export SDC_FILE = /design/flow/constraint.sdc
export NUM_CORES = 4
export LEC_CHECK = 1
export CORE_UTILIZATION = 40
==> /design/flow/constraint.sdc <==
current_design ddr_addr_gen

set clk_period 13.6
set clk_io_pct 0.2

create_clock -name clk0 -period $clk_period [get_ports {clk}]

set non_clock_inputs [all_inputs -no_clocks]
set_input_delay [expr $clk_period * $clk_io_pct] -clock clk0 $non_clock_inputs
set_output_delay [expr $clk_period * $clk_io_pct] -clock clk0 [all_outputs]
==> results.toml <==
# physical design summary
[yosys]
synth_cell_types = 59
post_synth_inst_count = 714
post_synth_edffs = 32
most_frequently_used_flop_master_after_synthesis = "dfxtp_1"
top_cell_type_s_share_of_synthesized_area = 0.250
synth.most_common_cell = "nor2_1"
synthTopCellsByArea = "dfxtp_1, edfxtp_1, mux2i_1, ha_1, nor2_1"
ys_cells = 714
syn-cell-area_sq_um = 6560
cell_taking_the_most_area_after_synthesis = "dfxtp_1"
postSynthAreaPerCell_sq_um = 9.19
synthTopCellsByCount = "nor2_1, dfxtp_1, mux2i_1"
async_reset_ff_frac = 0
synth_chip_area_sq_um = 6560
ys_seq_share = 0.397
synthesis.yosys.warnings = 1
synth-seq-cells = 114

[timing]
slew_headroom = 0.468
finalSetupViolations = 0
worst_tran_pin_value_ns = 0.794
fin_crit_sh = 0.317
final_hold_viol_count = 0
fin_worst_skew_ns = 0.00723
timing.setup.tns_ns = 0
maxClockFrequency_ghz = 0.232
unrepaired_setup_endpoints_after_global_routing = "no"
total_count_of_max_transition_violations_in_the_final_report = 0
finalWorstPathRequiredPeriod_ns = 4.31

[clocking]
cts.repair.resized = 0
clkLatencyLatePin_ns = 0.41
clk_transition_reported_paths_ns = 0.05
cts_inserted_buffers = 17
cts_tree = "done"
cts.sinks = 114
cts-root-to-sink-buffers = 2
root_buffer = "clkbuf_16"
h_tree_level_count = 4
cts_hold_buffers = 0
postCtsSetupRepairBufs = 0

[finish]
syn2layout_area_growth_pct = 34.5
final_area_sq_um = 8830
fraction_of_layout_instances_using_a_drive_strength_above_1 = 0.0614
final_util = 0.554

[global_route]
grt_start_max_net_pins = 73
number_of_antenna_violations_at_the_first_check_in_global_routing = 1
grt_pass1_vias = 5325
grt_pass1_wl_um = 25300
grt.total_usage = 0.194
gr-total-overflow = 0

[pwr]
leakagePower_nw = 3.63
vdd.ir_drop.worst_mv = 0.0839
cellPowerDensity_nw_per_um2 = 126

[critical_path]
crit_path_start_kind = "input port"
timing.setup.critical_path_class = "in2reg"
kind_of_end_point_of_the_critical_path = "flop"
worst-endpoint-required_ns = 13.65
r2r.worst_path.cells = 9
worstPathMaxFanout = 32
worst-r2r-setup-slack_ns = 10.42
worstPathArrival_ns = 4.35

[placement]
globalplace.congestion = 0.896
post-dp-hpwl_um = 11200
postPlaceCellArea_sq_um = 8220
portBuffers = 149

[drt]
ant_nets = 0
firstDrtPassIters = 4
detail_route.wl_per_cell_um = 14.7
post-route-drc-count = 0
detail_route.vias_per_cell = 5.23
n_antenna_cell = 0
postRouteWirelength_um = 15800
detailroute.via_count = 5648
detailedRoute.firstIterationViolations = 321

[floorplan]
top_level_ports = 150
core_util_floorplan = 0.412
die.size.y_um = 130
die-area_sq_um = 16900
core-area_sq_um = 15900
die_x_um = 130
placementRows = 46

[worst_hold_path]
hp-class = "reg2reg"
worst_hold_path.num_cells = 2

[flow_run]
max_cap_violations = 0
warnings = 25

[run_status]
result_of_the_run = "finished, final reports clean"
[layout make-up]
class,count,area [sq um]
fillers,1371,7120
multi-input cells,540,3730
flip-flops and latches,114,2600
repair buffers,154,1530
clock buffers,26,573
well taps,216,270
inverters,24,90.1
clock inverters,5,33.8
[registers in the layout, summed over array words and instances (netlist names)]
name              flops
ddr_addr_r           32
step_r               32
burst_cnt_r          16
burst_num_r          16
burst_r              16
ddr_addr_valid_r      1
done_r                1
[where the power goes]
group | switching, W | total (W) | internal, W
Clock | 0.000153 | 0.000442 | 0.000289
Combinational | 0.000125 | 0.000265 | 0.000139
Sequential | 0.0000201 | 0.000407 | 0.000387
Total | 0.000299 | 0.00111 | 0.000815
[per-stage QoR]
step | power (W) | cells | hold WS [ns] | setup slack (ns)
after floorplan | 0.000565 | 714 | 0.433 | 9.09
after global placement | 0.000672 | 1048 | 0.477 | 8.96
after detailed placement | 0.000676 | 1048 | 0.479 | 8.90
after CTS | 0.00112 | 1079 | 0.493 | 9.32
after global routing | 0.00117 | 1079 | 0.517 | 9.13
final | 0.00111 | 1079 | 0.491 | 9.29
[cells by family after synthesis]
logic type,after synthesis,synth area share
flops,114,0.397
simple gates,227,0.167
mux,71,0.109
compound gates,173,0.170
buf+inv,60,0.0349
fa+ha+maj,49,0.0946
xor+xnor,20,0.0267
[worst max-delay path, stage by stage]
cell and delay, ns:
clkdlybuf4s50_1 0.56, nor3b_1 0.45, or2_2 0.20, buf_4 0.41
[path summary, 6_finish.rpt]
path | start | endpoint
setup / recovery | ddr_addr_ready | ddr_addr_r[6]
hold / removal | ddr_addr_valid_r | ddr_addr_valid_r
setup reg to reg | ddr_addr_r[0] | ddr_addr_r[16]
hold reg to reg | ddr_addr_valid_r | ddr_addr_valid_r
[cells in the final DEF, fill, tap and decap left out, types with 14 or more instances in the layout]
cell type,synthesis,final
a21oi_1,55,55
clkbuf_16,0,20
clkdlybuf4s50_1,0,147
dfxtp_1,82,82
edfxtp_1,32,32
ha_1,48,48
inv_1,24,24
mux2i_1,65,65
nand2_1,42,42
nand3_1,16,16
nor2_1,89,89
o21ai_0,39,39
o31ai_1,19,19
or4_1,14,14
[layer usage]
| layer | vias to the layer above | global-route usage | wire length, um |
|---|---|---|---|
| met5 | - | 0 | 13 |
| met4 | 2 | 0.0253 | 190 |
| met3 | 15 | 0.0397 | 864 |
| met2 | 135 | 0.306 | 7230 |
| met1 | 2607 | 0.290 | 7510 |
| li1 | 2889 | - | - |
Power is estimated from default activity; no workload was simulated.
