[design.v]
package GLOBAL_PARAM;
    localparam  DATA_W  = 8;     
    localparam  RES_W   = 32;    
    localparam  TAIL_W  = RES_W - DATA_W;
    localparam  IDX_W   = 4;     
    localparam  BATCH   = 32;    
    localparam  DDR_W   = 256;
    localparam  DDR_ADDR_W  = 32;
    localparam  BURST_W     = 16;
    function integer bw;
        input integer depth;
        depth = depth - 1;
        for (bw=0; depth>0; bw=bw+1)
            depth = depth >> 1;
    endfunction
endpackage
package INS_CONST;
    localparam INST_W       = 64;
    localparam LT_F_CONV    = 4'b0000;
    localparam LT_F_FC      = 4'b0001;
    localparam LT_B_CONV    = 4'b0010;
    localparam LT_B_FC      = 4'b0011;
    localparam LT_U_CONV    = 4'b0100;
    localparam LT_U_FC      = 4'b0101;
    localparam RD_OP_D      = 4'b0000;   
    localparam RD_OP_G      = 4'b0001;   
    localparam RD_OP_DW     = 4'b0100;   
    localparam RD_OP_DB     = 4'b0101;   
    localparam RD_OP_TW     = 4'b0110;   
    localparam RD_OP_TB     = 4'b0111;   
    localparam WR_OP_D      = 4'b0000;
    localparam WR_OP_W      = 4'b1000;
    localparam WR_OP_B      = 4'b1010;
    localparam WR_OP_TW     = 4'b1001;
    localparam WR_OP_TB     = 4'b1011;
    function [63: 0] INS_CONF;
        input   [3 : 0] layer_type;
        input   pooling, relu;
        input   [3 : 0] in_ch_seg, out_ch_seg;
        input   [7 : 0] in_img_width, out_img_width;
        begin
            INS_CONF = {2'b11, layer_type, pooling, relu, in_ch_seg, out_ch_seg, 
                in_img_width, out_img_width, 32'd0};
        end
    endfunction
    function [63: 0] INS_LOAD;
        input   [3 : 0] load_type;
        input   [5 : 0] buf_id;
        input   [7 : 0] size;
        input   [11: 0] p_size;  
        input   [31: 0] st_addr;
        begin
            INS_LOAD = {2'b00, load_type, buf_id, p_size, size, st_addr};
        end
    endfunction
    function [63: 0] INS_CALC;
        input   cut_y, is_new;
        input   [5 : 0] pe_id;
        input   [3 : 0] pad_code;
        input   [7 : 0] pix_num;
        input   [7 : 0] index_num;
        begin
            INS_CALC = {2'b01, 2'b00, cut_y, is_new, pe_id, pad_code, pix_num, index_num, 32'd0};
        end
    endfunction
    function [63: 0] INS_SAVE;
        input   [3 : 0] save_type;
        input   [5 : 0] buf_id;
        input   [11: 0] size;    
        input   [7 : 0] shift;
        input   [31: 0] st_addr;        
        reg     [7 : 0] temp;
        begin
            INS_SAVE = {2'b10, save_type, buf_id, size, shift, st_addr};
        end
    endfunction
endpackage
(* use_dsp = "yes" *) module MAC_DSP# (
    parameter SIZEIN = 16,    
    parameter SIZEOUT = 40    
    )(
    input         clk,
    input         ce,
    input         sload,
    input signed  [SIZEIN   -1:0] a,
    input signed  [SIZEIN   -1:0] b,
    output signed [SIZEOUT  -1:0] accum_out
    );
    reg signed [SIZEIN-1:0]   a_reg, b_reg;
    reg                       sload_reg;
    reg signed [2*SIZEIN-1:0] mult_reg;
    reg signed [SIZEOUT-1:0]  adder_out, old_result;
    always @(sload_reg or adder_out) begin
        if (sload_reg)
            old_result <= 0;
        else
            old_result <= adder_out;
    end
    always @(posedge clk) begin
        if (ce) begin
            a_reg     <= a;
            b_reg     <= b;
            mult_reg  <= a_reg * b_reg;
            sload_reg <= sload;
            adder_out <= old_result + mult_reg;
        end
    end
    assign accum_out = adder_out;
endmodule
import  INS_CONST::*;
module top_control#(
    parameter   PE_NUM  = 32
    )(
    input   clk,
    input   rst,
    input                   ins_valid,
    output                  ins_ready,
    input   [INST_W -1 : 0] ins,
    output  working,
    output                  ddr2pe_ins_valid,
    input                   ddr2pe_ins_ready,
    output  [INST_W -1 : 0] ddr2pe_ins,
    output                  pe_ins_valid,
    input                   pe_ins_ready,
    output  [INST_W -1 : 0] pe_ins,
    output                  pe2ddr_ins_valid,
    input                   pe2ddr_ins_ready,
    output  [INST_W -1 : 0] pe2ddr_ins,
    output  [3 : 0] conf_layer_type,
    output  [3 : 0] conf_in_ch_seg,
    output  [3 : 0] conf_out_ch_seg,
    output  [7 : 0] conf_in_img_width,
    output  [7 : 0] conf_out_img_width,
    output          conf_pooling, 
    output          conf_relu,
    output          conf_depool,
    output  [PE_NUM -1 : 0] switch_d,    
    output  [PE_NUM -1 : 0] switch_p,    
    output  [PE_NUM -1 : 0] switch_i,    
    output  [PE_NUM -1 : 0] switch_a,    
    output                  switch_b,
    input   [PE_NUM -1 : 0] pe_done
    );
    reg                     ddr2pe_ins_valid_r;
    reg     [INST_W -1 : 0] ddr2pe_ins_r;    
    reg                     pe_ins_valid_r;
    reg     [INST_W -1 : 0] pe_ins_r;    
    reg                     pe2ddr_ins_valid_r;
    reg     [INST_W -1 : 0] pe2ddr_ins_r;
    assign ddr2pe_ins_valid = ddr2pe_ins_valid_r;
    assign ddr2pe_ins       = ddr2pe_ins_r;    
    assign pe_ins_valid     = pe_ins_valid_r;
    assign pe_ins           = pe_ins_r;    
    assign pe2ddr_ins_valid = pe2ddr_ins_valid_r;
    assign pe2ddr_ins       = pe2ddr_ins_r;
    reg     [3 : 0] layer_type_r;
    reg     [3 : 0] in_ch_seg_r;
    reg     [3 : 0] out_ch_seg_r;
    reg     [7 : 0] in_img_width_r;
    reg     [7 : 0] out_img_width_r;
    reg     pooling_r, relu_r, depool_r;
    reg     all_done_r;
    always @ (posedge clk) begin
        all_done_r <= ddr2pe_ins_ready && pe2ddr_ins_ready && (&pe_done);
    end
    localparam  CONF_IDLE   = 2'b00;
    localparam  CONF_WAIT   = 2'b01;
    localparam  CONF_WORK   = 2'b10;
    reg     [1 : 0] conf_stat_r;
    always @ (posedge clk) begin
        if (rst) begin
            conf_stat_r <= CONF_IDLE;
        end
        else begin
            case(conf_stat_r)
            CONF_IDLE: begin
                if (ins_valid && ins[63:62] == 2'b11) begin
                    conf_stat_r <= CONF_WAIT;
                end
            end
            CONF_WAIT: begin
                if (all_done_r) begin
                    conf_stat_r <= CONF_WORK;
                end
            end
            CONF_WORK: begin
                conf_stat_r <= CONF_IDLE;
            end
            endcase
        end
    end
    always @ (posedge clk) begin
        if (conf_stat_r == CONF_WORK) begin
            layer_type_r    = ins[61:58];   
            in_ch_seg_r     = ins[55:52];    
            out_ch_seg_r    = ins[51:48];   
            in_img_width_r  = ins[47:40]; 
            out_img_width_r = ins[39:32];
            pooling_r       = (ins[61:60] == 2'b00) ? ins[57] : 1'b0;      
            relu_r          = (ins[61:60] == 2'b00) ? ins[56] : 1'b0;         
            depool_r        = (ins[61:60] == 2'b00) ? 1'b0 : ins[57];
        end
    end
    assign  conf_layer_type     = layer_type_r;   
    assign  conf_in_ch_seg      = in_ch_seg_r;    
    assign  conf_out_ch_seg     = out_ch_seg_r;   
    assign  conf_in_img_width   = in_img_width_r; 
    assign  conf_out_img_width  = out_img_width_r;
    assign  conf_pooling        = pooling_r;      
    assign  conf_relu           = relu_r;         
    assign  conf_depool         = depool_r;       
    localparam  LOAD_IDLE   = 2'b00;
    localparam  LOAD_WAIT   = 2'b01;
    localparam  LOAD_WORK   = 2'b10;
    reg     [1 : 0] load_stat_r;
    always @ (posedge clk) begin
        if (rst) begin
            load_stat_r <= LOAD_IDLE;
        end
        else begin
            case(load_stat_r)
            LOAD_IDLE: begin
                if (ins_valid && ins[63:62] == 2'b00) begin
                    load_stat_r <= LOAD_WAIT;
                end
            end
            LOAD_WAIT: begin
                if (ddr2pe_ins_ready) begin
                    load_stat_r <= LOAD_WORK;
                end
            end
            LOAD_WORK: begin
                load_stat_r <= LOAD_IDLE;
            end
            endcase
        end
    end
    always @ (posedge clk) begin
        if (rst) begin
            ddr2pe_ins_valid_r  <= 1'b0;
        end
        else if (load_stat_r == LOAD_WORK) begin
            ddr2pe_ins_valid_r  <= 1'b1;
            ddr2pe_ins_r        <= ins;
        end
        else begin
            ddr2pe_ins_valid_r  <= 1'b0;
        end
    end
    localparam  CALC_IDLE   = 2'b00;
    localparam  CALC_WAIT   = 2'b01;
    localparam  CALC_WORK   = 2'b10;
    reg     [1 : 0] calc_stat_r;
    reg     [5 : 0] pe_id_r;
    always @ (posedge clk) begin
        if (rst) begin
            calc_stat_r <= CALC_IDLE;
        end
        else begin
            case(calc_stat_r)
            CALC_IDLE: begin
                if (ins_valid && ins[63:62] == 2'b01) begin
                    calc_stat_r <= CALC_WAIT;
                end
            end
            CALC_WAIT: begin
                if (ddr2pe_ins_ready && pe_done[pe_id_r]) begin
                    calc_stat_r <= CALC_WORK;
                end
            end
            CALC_WORK: begin
                calc_stat_r <= CALC_IDLE;
            end
            endcase
        end
    end
    always @ (posedge clk) begin
        if (rst) begin
            pe_id_r <= 0;
        end
        else if (calc_stat_r == CALC_IDLE && ins_valid && ins[63:62] == 2'b01) begin
            if (layer_type_r[0]) begin
                pe_id_r <= ins[57:52];
            end
            else begin
                pe_id_r <= ins[57:52] << 2;
            end
        end
    end
    always @ (posedge clk) begin
        if (rst) begin
            pe_ins_valid_r  <= 1'b0;
        end
        else if (calc_stat_r == CALC_WORK) begin
            pe_ins_valid_r  <= 1'b1;
            pe_ins_r        <= ins;
        end
        else begin
            pe_ins_valid_r  <= 1'b0;
        end
    end
    localparam  SAVE_IDLE   = 2'b00;
    localparam  SAVE_WAIT   = 2'b01;
    localparam  SAVE_WORK   = 2'b10;
    reg     [1 : 0] save_stat_r;
    reg     [5 : 0] pe2ddr_id_r;
    always @ (posedge clk) begin
        if (rst) begin
            save_stat_r <= SAVE_IDLE;
        end
        else begin
            case(save_stat_r)
            SAVE_IDLE: begin
                if (ins_valid && ins[63:62] == 2'b10) begin
                    save_stat_r <= SAVE_WAIT;
                end
            end
            SAVE_WAIT: begin
                if (ddr2pe_ins_ready && pe_done[pe2ddr_id_r]) begin
                    save_stat_r <= SAVE_WORK;
                end
            end
            SAVE_WORK: begin
                save_stat_r <= SAVE_IDLE;
            end
            endcase
        end
    end
    always @ (posedge clk) begin
        if (rst) begin
            pe2ddr_id_r <= 0;
        end
        else if (save_stat_r == SAVE_IDLE && ins_valid && ins[63:62] == 2'b10) begin
            if (layer_type_r[0]) begin
                pe2ddr_id_r <= ins[57:52];
            end
            else begin
                pe2ddr_id_r <= ins[57:52] << 2;
            end
        end
    end
    always @ (posedge clk) begin
        if (rst) begin
            pe2ddr_ins_valid_r  <= 1'b0;
        end
        else if (save_stat_r == SAVE_WORK) begin
            pe2ddr_ins_valid_r  <= 1'b1;
            pe2ddr_ins_r        <= ins;
        end
        else begin
            pe2ddr_ins_valid_r  <= 1'b0;
        end
    end
    reg     [PE_NUM -1 : 0] switch_d_r;
    reg     [PE_NUM -1 : 0] switch_p_r;
    reg     [PE_NUM -1 : 0] switch_i_r;
    reg     [PE_NUM -1 : 0] switch_a_r;
    reg                     switch_b_r;
    always @ (posedge clk) begin
        if (rst) begin
            switch_d_r <= '0;
            switch_p_r <= '0;
            switch_i_r <= '0;
        end
        if (calc_stat_r == CALC_WORK) begin
            if (layer_type_r[0]) begin
                switch_d_r <= 1 << pe_id_r;
                switch_p_r <= 1 << pe_id_r;
                switch_i_r <= 1 << pe_id_r;
            end
            else begin
                switch_d_r <= 15 << pe_id_r;
                switch_p_r <= 15 << pe_id_r;
                switch_i_r <= 15 << pe_id_r;
            end
        end
        else begin
            switch_d_r <= '0;
            switch_p_r <= '0;
            switch_i_r <= '0;
        end
    end
    always @ (posedge clk) begin
        if (rst) begin
            switch_a_r <= '0;
        end
        else if (save_stat_r == SAVE_WORK) begin
            if (layer_type_r[0]) begin
                switch_a_r <= 1 << pe2ddr_id_r;
            end
            else begin
                switch_a_r <= 15 << pe2ddr_id_r;
            end
        end
        else if (calc_stat_r == CALC_WORK && layer_type_r[2:1] == 2'b10) begin
            if (layer_type_r[0]) begin
                switch_a_r <= 1 << pe_id_r;
            end
            else begin
                switch_a_r <= 15 << pe_id_r;
            end
        end
        else begin
            switch_a_r <= '0;
        end
    end
    always @ (posedge clk) begin
        if (rst) begin
            switch_b_r <= 1'b0;
        end
        else if (save_stat_r == SAVE_WORK && layer_type_r[2:1] == 2'b10 && ins[58]) begin
            switch_b_r <= 1'b1;
        end
        else begin
            switch_b_r <= 1'b0;
        end
    end
    assign  switch_d = switch_d_r;
    assign  switch_p = switch_p_r;
    assign  switch_i = switch_i_r;
    assign  switch_a = switch_a_r;
    assign  switch_b = switch_b_r;
    reg     ins_ready_r;
    reg     working_r;
    assign  ins_ready = (conf_stat_r == CONF_WORK || load_stat_r == LOAD_WORK ||
            calc_stat_r == CALC_WORK || save_stat_r == SAVE_WORK);
    always @ (posedge clk) begin
        if (rst) begin
            working_r <= 1'b0;
        end
        else if (ins_valid || !all_done_r) begin
            working_r <= 1'b1;
        end
        else begin
            working_r <= 1'b0;
        end
    end
    assign  working   = working_r;
endmodule
[run.sh]
#!/bin/bash
# OpenROAD 26Q1-2900-gdf79404cd8, Yosys 0.63+post, stock flow scripts
make -C /OpenROAD-flow-scripts/flow DESIGN_CONFIG=/design/flow/config.mk WORK_HOME=/design/flow/orfs finish
[config.mk]
export PLATFORM = sky130hd
export DESIGN_NAME = top_control
export DESIGN_NICKNAME = top_control
export VERILOG_FILES = /design/flow/design.v
export SDC_FILE = /design/flow/constraint.sdc
export NUM_CORES = 4
export LEC_CHECK = 1
export CORE_UTILIZATION = 30
[constraint.sdc]
current_design top_control

set clk_period 6.4
set clk_io_pct 0.2

create_clock -name clk0 -period $clk_period [get_ports {clk}]

set non_clock_inputs [all_inputs -no_clocks]
set_input_delay [expr $clk_period * $clk_io_pct] -clock clk0 $non_clock_inputs
set_output_delay [expr $clk_period * $clk_io_pct] -clock clk0 [all_outputs]
==> impl_metrics.json <==
{
  "die-area_um2": 39700,
  "count_of_instantiated_cells_in_the_yosys_netlist": 790,
  "ctsRootBufferMaster": "sky130_fd_sc_hd__clkbuf_16",
  "num_rows": 71,
  "post_route_cells_drive_above_1_share_pct": 7.377,
  "mostFrequentLayoutCell": "sky130_fd_sc_hd__clkdlybuf4s50_1",
  "rsz0062_at_grt": "no",
  "route.detailed.drc": 0,
  "grt_pass1_wl_mm": 49.46,
  "grt_overflow_total": 0,
  "fp-utilization_pct": 30.70,
  "routed_via_density": 4.537,
  "clock_network_power_share_pct": 45.4,
  "timing.critical_path.fanout_max": 13,
  "detail_route.first_pass.iterations": 5,
  "synthesis.area_per_instance_um2": 14.78,
  "postSynth.asyncResetShare_pct": 0,
  "hold_path.class": "reg -> reg",
  "finalClockSkew_ns": 0.01675,
  "critical-path-slowest-cell": "sky130_fd_sc_hd__or4_1",
  "dp_hpwl_mm": 25.63,
  "share_seq_of_total_power_pct": 50.4,
  "ys_types": 69,
  "boundary_pins": 459,
  "drt-wirelength-per-cell_um": 20.19,
  "internal_power_w": 0.003501,
  "cp_slowest_stage_delay_ns": 0.61,
  "hold_path_end": "conf_stat_r[1]",
  "coreArea_um2": 38020,
  "worst_setup_path_end_kind": "output port",
  "setup_total_negative_slack_ns": 0,
  "max-clock-path-buffers": 3,
  "timing.final.crit_period_ns": 3.372,
  "timing.critical_path.depth": 2,
  "outcome": "complete, no violations",
  "clkTransAtPathRegs_ns": 0.06,
  "max_cap_violations": 0,
  "synth-seq-cells": 317,
  "switching_share_pct": 20.43,
  "antenna_left": 0,
  "synth_cells": 790,
  "filler_cell_count": 3374,
  "ff2ff_setup_slack_ns": 3.78,
  "startpoint_type": "register",
  "die_h_um": 199.3,
  "log.warning_count": 26,
  "antenna_cells_inserted": 0,
  "maximum_number_of_pins_on_one_net_before_global_route_repair": 46,
  "worst-path-buf-inv": 1,
  "detail_route.wirelength_mm": 34.95,
  "synth.top_cells.by_area": "sky130_fd_sc_hd__edfxtp_1 57%, sky130_fd_sc_hd__dfxtp_1 16%, sky130_fd_sc_hd__buf_4 4.4%",
  "finalCoreUtilization_pct": 45.86,
  "slew_headroom_pct": 42.54,
  "floorplan.die.width_um": 199.3,
  "critPathTopFamily": "simple AND/OR/NAND/NOR gates",
  "gpl.final_weighted_congestion": 0.8709,
  "edf_count": 223,
  "cts-resized-gates": 0,
  "crit_arrival_ns": 2.09,
  "number_of_levels_the_h_tree_was_split_into": 2,
  "layout_overhead_on_the_synthesized_area_pct": 49.36,
  "postCtsHoldBufs": 0,
  "setup_viol_count_final": 0,
  "holdCritStartpoint": "all_done_r",
  "routed-via-count": 7854,
  "hold_depth": 2,
  "leakage_nw": 5.775,
  "cp.required_ns": 5.12,
  "yosys_area_um2": 11670,
  "path_cells": "or4_1, clkdlybuf4s50_1",
  "power.share.combinational_pct": 4.2,
  "cts.sink_count": 317,
  "maxClockFrequency_mhz": 296.6,
  "grt_antenna_before_repair": 0,
  "slew_violations": 0,
  "total_of_warnings_raised_by_yosys": 1,
  "worst_r2r_endpoint": "pe_ins_r[7]",
  "area_share_top_type_pct": 57.36,
  "first_global_vias": 7538,
  "dominantRegCellSynth": "sky130_fd_sc_hd__edfxtp_1",
  "worst-r2r-cell-count": 2,
  "hold_viol_final": 0,
  "mostFrequentLayoutCells": "456 x sky130_fd_sc_hd__clkdlybuf4s50_1, 223 x sky130_fd_sc_hd__edfxtp_1, 93 x sky130_fd_sc_hd__dfxtp_1",
  "post_layout_period_usage_of_the_worst_path_pct": 52.69,
  "port_buffers": 457,
  "tritoncts": "yes",
  "synth_top_cell_by_area": "sky130_fd_sc_hd__edfxtp_1",
  "vdd.ir_drop.worst_v": 0.0001932,
  "clock_latency_at_the_later_pin_of_the_worst_skew_pair_ns": 0.53,
  "tightestPinTransition_ns": 0.8600,
  "switching_power_w": 0.0008991,
  "post_cts_buffers": 0,
  "cts-buffers-inserted": 35,
  "worst-setup-path-type": "reg -> out",
  "first_iter_violations": 447,
  "syn_area_um2": 11670,
  "critical_register_to_register_path_startpoint": "calc_stat_r[1]",
  "synth-seq-area-share_pct": 73.48,
  "groute.usage.overall_pct": 18.12,
  "power_density_nw_per_um2": 252.4
}
power groups by stage:
stage     sequential [W]  clock (W)  combinational (W)
6_report         0.00222    0.00200           0.000184
5_1_grt          0.00222    0.00214           0.000200
4_1_cts          0.00222    0.00206           0.000186
stage by stage:
| step | power (W) | hold slack (ns) | setup slack [ns] | std cells | instance area [um2] |
|---|---|---|---|---|---|
| after global placement | 0.002444 | 0.4224 | 2.967 | 1667 | 16280 |
| after global routing | 0.004555 | 0.4401 | 2.976 | 1731 | 17440 |
| after floorplan | 0.002325 | 0.4173 | 1.422 | 790 | 11670 |
| final | 0.004400 | 0.4255 | 3.028 | 1731 | 17440 |
| after CTS | 0.004459 | 0.4202 | 2.983 | 1731 | 17440 |
| after detailed placement | 0.002446 | 0.4199 | 2.947 | 1667 | 16280 |
Yosys cell counts, types with 5 or more instances:
| cell | n |
|---|---|
| sky130_fd_sc_hd__buf_2 | 15 |
| sky130_fd_sc_hd__clkbuf_1 | 10 |
| sky130_fd_sc_hd__a21oi_1 | 16 |
| sky130_fd_sc_hd__a22o_1 | 5 |
| sky130_fd_sc_hd__nand4_1 | 13 |
| sky130_fd_sc_hd__edfxtp_1 | 223 |
| sky130_fd_sc_hd__nand2_1 | 35 |
| sky130_fd_sc_hd__a22oi_1 | 26 |
| sky130_fd_sc_hd__o21ai_0 | 5 |
| sky130_fd_sc_hd__nor3_1 | 10 |
| sky130_fd_sc_hd__a32oi_1 | 8 |
| sky130_fd_sc_hd__nor2b_1 | 12 |
| sky130_fd_sc_hd__and2b_1 | 6 |
| sky130_fd_sc_hd__mux2i_1 | 34 |
| sky130_fd_sc_hd__buf_4 | 69 |
| sky130_fd_sc_hd__and2_1 | 6 |
| sky130_fd_sc_hd__nand2b_1 | 10 |
| sky130_fd_sc_hd__a211oi_1 | 12 |
| sky130_fd_sc_hd__nor2_1 | 77 |
| sky130_fd_sc_hd__dfxtp_1 | 94 |
| sky130_fd_sc_hd__nand3_1 | 17 |
| sky130_fd_sc_hd__inv_1 | 8 |
layer usage:
metal	track usage [%]	up-vias	part of all wire (%)
li1	-	3698	-
met1	25.84	3760	41
met2	28.58	358	49
met3	5.940	38	9.2
met4	3.048	0	1.8
met5	0	-	0
how the worst max path moves through the flow:
stage / to / slack (ns) / startpoint
4_1_cts: ins_ready / 2.98 / calc_stat_r[1]
5_1_grt: ins_ready / 2.98 / calc_stat_r[1]
6_report: ins_ready / 3.03 / calc_stat_r[1]
final cells by class:
class	count	area, um2	area share, %
Clock buffer	47	982.2	5.633
Clock inverter	17	170.2	0.9760
Sequential cell	317	8579	49.21
Timing Repair Buffer	467	4644	26.64
Multi-Input combinational cell	362	2382	13.66
Inverter	10	37.54	0.2153
Tap cell	511	639.4	3.667
flip-flops by register name, indices dropped and copies added (netlist names), 3 cells and up:
| register | count |
|---|---|
| pe2ddr_ins_r | 64 |
| switch_a_r | 32 |
| pe_ins_r | 64 |
| out_ch_seg_r | 4 |
| switch_i_r | 32 |
| in_img_width_r | 8 |
| load_stat_r | 3 |
| pe_id_r | 6 |
| out_img_width_r | 8 |
| conf_stat_r | 3 |
| pe2ddr_id_r | 6 |
| layer_type_r | 4 |
| calc_stat_r | 3 |
| in_ch_seg_r | 4 |
| ddr2pe_ins_r | 64 |
| save_stat_r | 3 |
kinds of logic (layout without fill, tap and decap cells):
kind of cell	after synthesis	count (layout)	share of synthesized area [%]
flops	317	317	73.48
simple gates	217	217	9.872
buf+inv	111	541	6.302
mux	37	37	3.269
compound gates	108	108	7.074
worst min-delay path: stages, from the launching register on:
cell and delay [ns]:
sky130_fd_sc_hd__dfxtp_1 0.32, sky130_fd_sc_hd__nand2_1 0.06, sky130_fd_sc_hd__nor2_1 0.03
Power is estimated from default activity; no workload was simulated.
